**/design/flow/run.sh**
```bash
#!/bin/bash
# OpenROAD 26Q1-2900-gdf79404cd8, Yosys 0.63+post, stock flow scripts
make -C /OpenROAD-flow-scripts/flow DESIGN_CONFIG=/design/flow/config.mk WORK_HOME=/design/flow/orfs finish
```
**/design/flow/config.mk**
```make
export PLATFORM = sky130hd
export DESIGN_NAME = axi_config_registers
export DESIGN_NICKNAME = axi_config_registers
export VERILOG_FILES = /design/flow/design.v
export SDC_FILE = /design/flow/constraint.sdc
export NUM_CORES = 4
export LEC_CHECK = 1
export CORE_UTILIZATION = 30
```
**/design/flow/constraint.sdc**
```tcl
current_design axi_config_registers

set clk_period 3.5
set clk_io_pct 0.2

create_clock -name clk0 -period $clk_period [get_ports {S_AXI_ACLK}]

set non_clock_inputs [all_inputs -no_clocks]
set_input_delay [expr $clk_period * $clk_io_pct] -clock clk0 $non_clock_inputs
set_output_delay [expr $clk_period * $clk_io_pct] -clock clk0 [all_outputs]
```
**/design/flow/design.v**
```verilog
module axi_config_registers #
  (
   parameter integer AXI_ADDR_WIDTH = 6,
   parameter integer AXI_DATA_WIDTH = 32
   )
   (
    input			   S_AXI_ACLK,
    input			   S_AXI_ARESETN,
    input			   S_AXI_ARVALID,
    output			   S_AXI_ARREADY,
    input [AXI_ADDR_WIDTH-1:0]	   S_AXI_ARADDR,
    input [2:0]			   S_AXI_ARPROT,
    output			   S_AXI_RVALID,
    input			   S_AXI_RREADY,
    output [AXI_DATA_WIDTH-1:0]	   S_AXI_RDATA,
    output [1:0]		   S_AXI_RRESP,
    input			   S_AXI_AWVALID,
    output			   S_AXI_AWREADY,
    input [AXI_ADDR_WIDTH-1:0]	   S_AXI_AWADDR,
    input [2:0]			   S_AXI_AWPROT,
    input			   S_AXI_WVALID,
    output			   S_AXI_WREADY,
    input [AXI_DATA_WIDTH-1:0]	   S_AXI_WDATA,
    input [(AXI_DATA_WIDTH/8)-1:0] S_AXI_WSTRB,
    output			   S_AXI_BVALID,
    input			   S_AXI_BREADY,
    output [1:0]		   S_AXI_BRESP,
    output [AXI_DATA_WIDTH-1:0]	   config_0,
    output [AXI_DATA_WIDTH-1:0]	   config_1,
    output [AXI_DATA_WIDTH-1:0]	   config_2,
    output [AXI_DATA_WIDTH-1:0]	   config_3,
    output [AXI_DATA_WIDTH-1:0]	   config_4,
    output [AXI_DATA_WIDTH-1:0]	   config_5,
    output [AXI_DATA_WIDTH-1:0]	   config_6,
    output [AXI_DATA_WIDTH-1:0]	   config_7
    );
   localparam			   ADDR_TO_REG_BITS = $clog2(AXI_DATA_WIDTH) - 3;
   reg [AXI_DATA_WIDTH-1:0]	   regfile [(1<<(AXI_ADDR_WIDTH-ADDR_TO_REG_BITS))-1:0];
   localparam			   
				   s_read_address = 1'b0,
				   s_read_data = 1'b1
				   ;
   reg				   read_state;
   initial read_state = s_read_address;
   assign S_AXI_ARREADY = read_state == s_read_address;
   assign S_AXI_RVALID = read_state == s_read_data;
   assign S_AXI_RDATA = read_data_reg;
   assign S_AXI_RRESP = 2'b0;
   assign config_0 = regfile[0];
   assign config_1 = regfile[1];
   assign config_2 = regfile[2];
   assign config_3 = regfile[3];
   assign config_4 = regfile[4];
   assign config_5 = regfile[5];
   assign config_6 = regfile[6];
   assign config_7 = regfile[7];
   reg [AXI_DATA_WIDTH-1:0]	   read_data_reg;
   always @(posedge S_AXI_ACLK)
     begin
        if( !S_AXI_ARESETN )
          begin
             read_state <= s_read_address;
          end
        else if( read_state == s_read_address )
          begin
             if( S_AXI_ARVALID )
               begin
                  read_data_reg <= regfile[S_AXI_ARADDR >> ADDR_TO_REG_BITS];
                  read_state <= s_read_data;
               end
          end
        else if( read_state == s_read_data )
          begin
             if( S_AXI_RREADY )
               begin
                  read_state <= s_read_address;
               end
          end
     end
   localparam 
              s_write_address = 2'b00,
              s_write_data = 2'b01,
              s_write_resp = 2'b11
              ;
   reg [1:0]  write_state;
   initial write_state = s_write_address;
   assign S_AXI_AWREADY = write_state == s_write_address;
   assign S_AXI_WREADY = write_state == s_write_data;
   assign S_AXI_BVALID = write_state == s_write_resp;
   assign S_AXI_BRESP = 2'b00;
   reg [AXI_ADDR_WIDTH-1:0] write_address_reg;
   genvar		    i;
   generate
      for(i=0; i<AXI_DATA_WIDTH/8; i=i+1)
        begin
           always @(posedge S_AXI_ACLK)
             begin
                if( S_AXI_ARESETN && write_state == s_write_data && S_AXI_WVALID && S_AXI_WSTRB[i])
                  begin
                     regfile[write_address_reg >> ADDR_TO_REG_BITS][(i+1)*8-1:i*8] = S_AXI_WDATA[(i+1)*8-1:i*8];
                  end
             end
        end
   endgenerate
   always @(posedge S_AXI_ACLK)
     begin
        if( !S_AXI_ARESETN )
          begin
             write_state <= s_write_address;
          end
        else if( write_state == s_write_address )
          begin
             if( S_AXI_AWVALID )
               begin
                  write_address_reg <= S_AXI_AWADDR;
                  write_state <= s_write_data;
               end
          end
        else if( write_state == s_write_data )
          begin
             if( S_AXI_WVALID )
               begin
                  write_state <= s_write_resp;
               end
          end
        else if( write_state == s_write_resp )
          begin
             if( S_AXI_BREADY )
               begin
                  write_state <= s_write_address;
               end
          end
     end
endmodule
```
==> out/metrics.cfg <==
[outcome]
status=finished clean

[global_routing]
antenna_found_initial=2
grt_pass1_vias=12300
grt_usage_pct=17.2
grt_remaining_overflow=0
grt_pass1_wl_um=80400
grt_max_degree=49

[clocking]
hold_buffers=0
cts_tree=built
clk_pin_slew_worst_paths_ns=0.06
cts.htree.levels=2
clk_latency_ns=0.59
cts_buffers=57
cts_buffer_depth=3
cts_resized=0
cts_sinks=551
post_cts_buffers=0
root_buffer=clkbuf_16

[worst_setup_path]
r2r_start=write_state[0]$_SDFFE_PN0P_
crit_type=flop to primary output
startpoint=write_state[0]$_SDFFE_PN0P_
cp_data_arrival_time_ns=1.64
critPathMaxFanout=7
crit_chain=and2_1, clkdlybuf4s50_1
crit_family=buffers and inverters
worst-path-stages=2
cp_slowest_cell=clkdlybuf4s50_1
crit_buf_inv=1
worstReg2RegEnd=regfile[2][9]$_DFFE_PP_
critPathCaptureType=primary output
cp_slowest_stage_delay_ns=0.47
crit_path_end=S_AXI_BVALID
rrSetupSlack_ns=1.49
crit_required_ns=2.80
reg2reg_depth=4
worstSetupStartpointType=flop

[power_and_ir_drop]
p_sw_mw=2.72
pwr-share-seq_pct=53.0
power_frac_comb_pct=4.4
p_int_mw=11.1
leakage_nw=8.88
power_density_nw_per_um2=500
switching_share_pct=19.8
ir_worst_vdd_uv=333
clkPwrFrac_pct=42.5

[timing]
hold_viol_final=0
post-route-min-period_ns=2.34
tightest_slew_ns=0.637
setup_tns_ns=0
slew_violations=0
slew_headroom_pct=57.4
min_period_over_period_pct=67.0
fmax_mhz=426
hold-worst-slack_ns=0.501
skew_ns=0.0139
finalSetupViolCount=0
rsz0062_at_grt=no

[drt]
remaining_drc_errors=0
num_vias=11100
wirelength_um=55800
wl_met3_um=7680
routedWlPerCell_um=24.4
wl_met2_um=26600
wl_met1_um=20500
highest_layer=met5
detail-route-antenna-nets=0
dr.pass1.iters=4
viasPerCell=4.83
drt_iter0_drc=524
n_antenna_cell=0

[floorplan]
fp_util_pct=30.6
coreArea_um2=67800
ios=358
rows=95
dieHeight_um=265
dieArea_um2=70100
die_x_um=265

[synthesis]
common_cells=548 x edfxtp_1, 128 x mux4_2, 69 x nor2_1, 64 x a22oi_1, 45 x nand2_1
ff_type=edfxtp_1
async_flop_share_pct=0
ys_area_um2=20700
edf_count=548
ys_ff=551
top_cell=edfxtp_1
ys_cells=936
ys_warn_count=1
netlist_area_um2=20700
syn_inst=936
ys_seq_share_pct=79.7
ys_top_cells_by_area=edfxtp_1 79%, mux4_2 14%, a22oi_1 2.3%
syn_area_per_cell_um2=22.1
yosys.area.top_type_share_pct=79.4
ys_types=22
yosysTopAreaCell=edfxtp_1

[final_layout]
area_delta_synth_final_pct=33.2
largest_register_ffs=512
drive_gt1_share_pct=20.9

[hold_path]
hp-class=flop to flop
worstHoldStart=read_state$_SDFF_PN0_

[job]
maxCapViolations=0
warnings=35

[place]
port_buffers=343
hpwl_um=36700
gp_congestion=0.786

cells by family (layout without fill, tap and decap cells):
family / after synthesis / after routing / synth area share (%)
buf+inv: 53 / 531 / 1.24
other cells: 1 / 4 / 0.0181
simple gates: 134 / 134 / 2.65
mux: 128 / 128 / 13.9
compound gates: 69 / 69 / 2.48
flops: 551 / 551 / 79.7
routing by layer:
| metal | vias to the layer above | GRT usage [%] |
|---|---|---|
| met2 | 686 | 25.8 |
| met1 | 5505 | 22.7 |
| met4 | 8 | 2.80 |
| met3 | 82 | 10.2 |
| met5 | - | 2.15 |
| li1 | 4791 | - |
layout by cell type, fill, tap and decap left out, drive strengths merged, types with 4 or more instances in the layout:
| cell | count |
|---|---|
| bufinv | 6 |
| buf | 85 |
| nand3 | 6 |
| clkinv | 25 |
| nor2b | 7 |
| edfxtp | 548 |
| mux4 | 128 |
| nor2 | 69 |
| conb | 4 |
| nand2 | 45 |
| clkdlybuf4s50 | 341 |
| clkinvlp | 4 |
| clkbuf | 67 |
| a22oi | 64 |
area by class of cell:
type,instances,area [µm²]
Sequential cell,551,16500
Inverter,2,7.51
Multi-Input combinational cell,335,3990
Clock inverter,36,325
Clock buffer,66,1500
Fill cell,5897,40200
Tap cell,873,1090
Timing Repair Buffer,427,4170
power by group through the flow:
| stage | combinational (mW) | sequential, mW | clock [mW] |
|---|---|---|---|
| after global routing | 0.666 | 7.32 | 6.25 |
| final | 0.608 | 7.32 | 5.87 |
| after CTS | 0.625 | 7.32 | 6.01 |
worst min path at each step:
stage | endpoint | slack [ns] | cells after the start
after CTS | read_state$_SDFF_PN0_ | 0.50 | 1
after global routing | read_state$_SDFF_PN0_ | 0.54 | 1
final | read_state$_SDFF_PN0_ | 0.50 | 1
stage by stage:
step	total power [mW]	std cells	util (%)	instance area (µm²)	setup WS (ns)
floorplan	7.75	939	-	20700	1.37
global placement	8.07	2188	38.0	25800	0.654
detailed placement	8.08	2188	38.0	25800	0.629
CTS	14.0	2290	40.7	27600	1.10
global route	14.2	2290	40.7	27600	1.06
finish	13.8	2290	40.7	27600	1.16
worst register-to-register path, delay by kind of cell (launching register included):
kind                   cells  cell delay, ns
buffers and inverters      1            0.26
flip-flops                 1            0.41
AND/OR/NAND/NOR            3            1.02
No activity file was given, so power comes from the tool's default toggle rates.
