`design/flow/design.v`:
```
`timescale 1 ns / 1 ps
module axi_sts_register #
(
  parameter integer STS_DATA_WIDTH = 1024,
  parameter integer AXI_DATA_WIDTH = 32,
  parameter integer AXI_ADDR_WIDTH = 16
)
(
  input  wire                      aclk,
  input  wire                      aresetn,
  input  wire [STS_DATA_WIDTH-1:0] sts_data,
  input  wire [AXI_ADDR_WIDTH-1:0] s_axi_awaddr,   
  input  wire                      s_axi_awvalid,  
  output wire                      s_axi_awready,  
  input  wire [AXI_DATA_WIDTH-1:0] s_axi_wdata,    
  input  wire                      s_axi_wvalid,   
  output wire                      s_axi_wready,   
  output wire [1:0]                s_axi_bresp,    
  output wire                      s_axi_bvalid,   
  input  wire                      s_axi_bready,   
  input  wire [AXI_ADDR_WIDTH-1:0] s_axi_araddr,   
  input  wire                      s_axi_arvalid,  
  output wire                      s_axi_arready,  
  output wire [AXI_DATA_WIDTH-1:0] s_axi_rdata,    
  output wire [1:0]                s_axi_rresp,    
  output wire                      s_axi_rvalid,   
  input  wire                      s_axi_rready    
);
  function integer clogb2 (input integer value);
    for(clogb2 = 0; value > 0; clogb2 = clogb2 + 1) value = value >> 1;
  endfunction
  localparam integer ADDR_LSB = clogb2(AXI_DATA_WIDTH/8 - 1);
  localparam integer STS_SIZE = STS_DATA_WIDTH/AXI_DATA_WIDTH;
  localparam integer STS_WIDTH = STS_SIZE > 1 ? clogb2(STS_SIZE-1) : 1;
  reg int_rvalid_reg, int_rvalid_next;
  reg [AXI_DATA_WIDTH-1:0] int_rdata_reg, int_rdata_next;
  wire [AXI_DATA_WIDTH-1:0] int_data_mux [STS_SIZE-1:0];
  genvar j, k;
  generate
    for(j = 0; j < STS_SIZE; j = j + 1)
    begin : WORDS
      assign int_data_mux[j] = sts_data[j*AXI_DATA_WIDTH+AXI_DATA_WIDTH-1:j*AXI_DATA_WIDTH];
    end
  endgenerate
  always @(posedge aclk)
  begin
    if(~aresetn)
    begin
      int_rvalid_reg <= 1'b0;
      int_rdata_reg <= {(AXI_DATA_WIDTH){1'b0}};
    end
    else
    begin
      int_rvalid_reg <= int_rvalid_next;
      int_rdata_reg <= int_rdata_next;
    end
  end
  always @*
  begin
    int_rvalid_next = int_rvalid_reg;
    int_rdata_next = int_rdata_reg;
    if(s_axi_arvalid)
    begin
      int_rvalid_next = 1'b1;
      int_rdata_next = int_data_mux[s_axi_araddr[ADDR_LSB+STS_WIDTH-1:ADDR_LSB]];
    end
    if(s_axi_rready & int_rvalid_reg)
    begin
      int_rvalid_next = 1'b0;
    end
  end
  assign s_axi_rresp = 2'd0;
  assign s_axi_arready = 1'b1;
  assign s_axi_rdata = int_rdata_reg;
  assign s_axi_rvalid = int_rvalid_reg;
endmodule
```
`design/flow/run.sh`:
```
#!/bin/bash
# OpenROAD 26Q1-2900-gdf79404cd8, Yosys 0.63+post, stock flow scripts
make -C /OpenROAD-flow-scripts/flow DESIGN_CONFIG=/design/flow/config.mk WORK_HOME=/design/flow/orfs finish
```
`design/flow/config.mk`:
```
export PLATFORM = sky130hd
export DESIGN_NAME = axi_sts_register
export DESIGN_NICKNAME = axi_sts_register
export VERILOG_FILES = /design/flow/design.v
export SDC_FILE = /design/flow/constraint.sdc
export NUM_CORES = 4
export LEC_CHECK = 1
export CORE_AREA = 10 10 436 436
export DIE_AREA = 0 0 446 446
```
`design/flow/constraint.sdc`:
```
current_design axi_sts_register

set clk_period 5.4
set clk_io_pct 0.2

create_clock -name clk0 -period $clk_period [get_ports {aclk}]

set non_clock_inputs [all_inputs -no_clocks]
set_input_delay [expr $clk_period * $clk_io_pct] -clock clk0 $non_clock_inputs
set_output_delay [expr $clk_period * $clk_io_pct] -clock clk0 [all_outputs]
```
==> metrics.csv <==
metric,value,unit
p_sw_share,42.23,%
ys_types,63,
ff_type,dfxtp_1,
run_status,finished clean,
cp-start-kind,input pin,
cts.clk_slew.worst_paths,0.09,ns
num_rows,156,
wl_per_cell,42.34,µm
comb_power_share,71.1,%
dr_total_vias,18170,
relSlewSlack,23.64,%
cts_inserted_buffers,5,
post_cts.repair.setup_buffers,0,
holdBufCountCts,0,
clk_latency,0.37,ns
p_clk_share,17.3,%
cp_slowest_stage_delay,0.69,ns
grt_max_degree,45,
cts_tree,done,
area_leaders,"mux2i_1, a22oi_1, dfxtp_1",
yosysChipArea,0.009338,mm²
rsz0062_at_grt,no,
core-area,0.1805,mm²
top_area_cell,mux2i_1,
cpMostUsedCell,buf_4,
port_buffers,1065,
grt_pass1_vias,17230,
viasPerCell,3.834,
comb_area,0.007963,mm²
power.density,104.3,mW/mm²
internal-power,1.403,mW
finalClockPeriodUsage,74.92,%
top_cell_area_share,15.65,%
hold_viol,0,
wl,200700,µm
area_growth,149.4,%
cp.arrival,4.28,ns
overflow,0,
rr_worst_depth,5,
syn-instance-count,1299,
n_fill_cell,20570,
syn_area,0.009338,mm²
floorplan.core_util,5.172,%
tns,0,ns
dieArea,0.1989,mm²
ios,1136,
pwr-share-seq,11.6,%
place.gp.congestion,1.006,
avgSynthCellArea,7.188,µm²
timing.fmax,247.2,MHz
die.size.x,446,µm
ys_async_sr_fraction,0,%
crit_type,in -> reg,
hpwl,180300,µm
ir_drop,0.0001326,V
min_path_type,reg -> reg,
crit_chain,buf_2 > buf_4 > or2_1 > or2_2 > buf_4 > o22ai_1 > a2111oi_1 > o2111a_1 > a32oi_1,
cts.sinks,33,
ant_nets,0,
drive_gt1_share,7.007,%
htreeDepth,2,
worst_pin_slew,1.137,ns
ctsRootBufferMaster,clkbuf_16,
grt.total_usage,19.33,%
cp_slowest_cell,a2111oi_1,
tool_warnings,87,
cp-end-kind,flip-flop,
p_leak,7.613,nW
drt_iter0_drc,2230,
die_h,446,µm
seqCellArea,660.6,µm²
power_switching,1.026,mW
fin_crit,4.046,ns
critPathRequiredTime,5.63,ns
drt_pass1_iterations,6,
critPathMaxFanout,20,
skew,0,ns
ys_cells,1299,
ys_seq_share,7.075,%
numSynthFlops,33,
grt_pass1_wl,236300,µm
cap_violations,0,
largest_reg_flops,32,
drc,0,
drv_slew,0,
whs_path_depth,2,
edf_count,0,
ys_warn_count,6,
antenna_found_initial,226,
hold_ws,0.4604,ns
cts_max_path_buffers,2,
ctsResizeCount,0,
finalSetupViolations,0,
## kinds of logic (layout without fill, tap and decap cells)
| logic type | after synthesis | in the layout | synth area share (%) |
|---|---|---|---|
| other cells | 2 | 66 | 0.08043 |
| buf+inv | 162 | 1169 | 9.272 |
| mux | 161 | 161 | 17.70 |
| flops | 33 | 33 | 7.075 |
| compound gates | 606 | 606 | 48.29 |
| simple gates | 335 | 335 | 17.58 |
## critical path, delay by kind of cell
| kind | cells | cell delay [ns] |
|---|---|---|
| AND-OR/OR-AND | 4 | 1.23 |
| buffers and inverters | 3 | 1.20 |
| AND/OR/NAND/NOR | 2 | 0.68 |
## per-layer routing
layer,global-route usage (%),vias to the layer above,wire length [µm],share of wire (%)
met5,0,-,1004,0.50
met4,5.346,150,7003,3.5
met2,32.69,1438,97390,49
li1,-,7326,-,-
met3,9.315,402,24040,12
met1,21.52,8857,71270,36
## metrics by stage
stage	area (µm²)	util, %	instances	power [mW]	setup WS, ns
after floorplan	9360	-	1305	0.7029	2.674
after global placement	22990	12.73	4674	2.006	0.8574
after detailed placement	22990	12.73	4674	2.005	0.8942
after CTS	23150	12.82	4682	2.442	1.305
after global routing	23200	12.85	4705	2.487	1.299
final	23290	12.90	4740	2.429	1.354
## Yosys cell counts, drive strengths merged, types with 17 or more instances
cell     number
a2bb2oi      23
o21ai        84
nand3        17
o22ai        51
o2111a       24
mux2i       146
a21oi        62
nor2b        32
a32oi        29
a2111oi      58
and3         28
a22o         54
a22oi       174
dfxtp        33
buf          89
nor2        114
nand2        83
clkbuf       68
## cell type report
cell class / instances / area share, %
timing repair buffer: 1156 / 48.86
multi-input combinational: 1110 / 34.19
tap: 2370 / 12.73
sequential: 33 / 2.836
clock buffer: 7 / 0.6554
antenna: 58 / 0.6232
inverter: 5 / 0.08058
clock inverter: 1 / 0.02149
## cell usage in the layout (no fill, tap or decap), types with 54 or more instances in the layout
cell / instances
mux2i_1: 146
diode_2: 58
a21oi_1: 62
nand2_1: 77
o21ai_0: 79
clkdlybuf4s50_1: 1060
nor2_1: 108
a22oi_1: 174
buf_4: 88
a22o_1: 54
## power by group through the flow
stage	Clock (mW)	Sequential, mW	Combinational (mW)
CTS	0.434	0.282	1.73
global route	0.427	0.283	1.78
finish	0.420	0.283	1.73
## path summary, 6_finish.rpt
| kind | startpoint | to | slack (ns) |
|---|---|---|---|
| min | int_rdata_reg[31] | int_rdata_reg[31] | 0.46 |
| max reg2reg | int_rdata_reg[15] | int_rdata_reg[15] | 3.57 |
| max | s_axi_araddr[2] | int_rdata_reg[8] | 1.35 |
| min reg2reg | int_rdata_reg[31] | int_rdata_reg[31] | 0.46 |
Power and IR drop assume default switching activity.
